==> config.mk <==
export PLATFORM = sky130hd
export DESIGN_NAME = multiplier
export DESIGN_NICKNAME = multiplier
export VERILOG_FILES = /design/flow/design.v
export SDC_FILE = /design/flow/constraint.sdc
export NUM_CORES = 4
export LEC_CHECK = 1
export CORE_UTILIZATION = 50
==> constraint.sdc <==
current_design multiplier

set clk_period 31.6
set clk_io_pct 0.2

create_clock -name clk0 -period $clk_period [get_ports {clk}]

set non_clock_inputs [all_inputs -no_clocks]
set_input_delay [expr $clk_period * $clk_io_pct] -clock clk0 $non_clock_inputs
set_output_delay [expr $clk_period * $clk_io_pct] -clock clk0 [all_outputs]
==> design.v <==
module multiplier(clk, reset_n, multiplier, multiplicand, op_start, op_clear, result, op_done);
	input clk, reset_n, op_start, op_clear;
	input [63:0] multiplier, multiplicand;
	output op_done;
	output [127:0] result;
	wire compounded_reset_n, en_cntr, en_mltr, en_mltd, en_res;
	wire [1:0] op, nextOp;
	wire [4:0] counter, nextCounter;
	wire [63:0] mltd, nextMltd;
	wire [64:0] mltr, nextMltr;
	wire [127:0] shiftedNumber, nextResult;
	assign compounded_reset_n = ~op_clear & reset_n;
	register_2bits R0_state (.clk(clk), .reset_n(compounded_reset_n), .d(nextOp), .q(op));
	register_5bits R1_count (.clk(clk), .reset_n(compounded_reset_n), .en(en_cntr), .d(nextCounter), .q(counter));
	register_64bits R2_multiplicand (.clk(clk), .reset_n(compounded_reset_n), .en(en_mltd), .d(nextMltd), .q(mltd));
	register_65bits R3_multiplier (.clk(clk), .reset_n(compounded_reset_n), .en(en_mltr), .d(nextMltr), .q(mltr));
	register_128bits R4_result(.clk(clk), .reset_n(compounded_reset_n), .en(en_res), .d(nextResult), .q(result));
	state_count_output_controler U0_state_count_output_controler(.op_start(op_start), .count(counter), .q(op), .d(nextOp), .nextCount(nextCounter), .countEnabler(en_cntr), .op_done(op_done));
	multiplier_multiplicand_controler U1_multiplier_multiplicand_controler (.op(op), .shiftedMultiplicand(shiftedNumber),
		.multiplierStart(multiplier), .multiplierIn(mltr), .multiplierEnabler(en_mltr), .multiplierOut(nextMltr),
		.multiplicandStart(multiplicand), .multiplicandIn(mltd), .multiplicandEnabler(en_mltd), .multiplicandOut(nextMltd));
	result_controler U2_result_controler(.op(op), .shiftedNumber(shiftedNumber), .resultIn(result), .resultOut(nextResult), .resultEnabler(en_res));
endmodule 
module multiplier_multiplicand_controler(op, shiftedMultiplicand,
		multiplierStart, multiplierIn, multiplierEnabler, multiplierOut,
		multiplicandStart, multiplicandIn, multiplicandEnabler, multiplicandOut);
	input [1:0] op;
	output reg [127:0] shiftedMultiplicand;
	input [63:0] multiplierStart;
	input [64:0] multiplierIn;
	output [64:0] multiplierOut;
	output multiplierEnabler;
	input [63:0] multiplicandStart;
	input [63:0] multiplicandIn;
	output [63:0] multiplicandOut;
	output multiplicandEnabler;
	wire [63:0] multiplicandMinus;
	parameter IDLE = 2'b00;
	parameter CALCULATING = 2'b01;
	parameter DONE = 2'b10;
	assign multiplicandMinus = -multiplicandIn;
	always @(multiplierIn)
	case (multiplierIn[2:0])
		3'b000 : shiftedMultiplicand <= 128'b0;
		3'b001 : shiftedMultiplicand <= {multiplicandIn[63],multiplicandIn[63],multiplicandIn,62'b0};
		3'b010 : shiftedMultiplicand <= {multiplicandIn[63],multiplicandIn[63],multiplicandIn,62'b0};
		3'b011 : shiftedMultiplicand <= {multiplicandIn[63],multiplicandIn,63'b0};		
		3'b100 : shiftedMultiplicand <= {multiplicandMinus[63],multiplicandMinus,63'b0};		
		3'b101 : shiftedMultiplicand <= {multiplicandMinus[63],multiplicandMinus[63],multiplicandMinus,62'b0};		
		3'b110 : shiftedMultiplicand <= {multiplicandMinus[63],multiplicandMinus[63],multiplicandMinus,62'b0};	
		3'b111 : shiftedMultiplicand <= 128'b0;
	endcase
	assign multiplierOut = op == IDLE ? { multiplierStart, 1'b0 } :
								  op == CALCULATING ? { multiplierIn[64],multiplierIn[64],multiplierIn[64:2] } :	 
								  multiplierIn;
	assign multiplierEnabler = ~op[1];	 
	assign multiplicandOut = op == IDLE ? multiplicandStart : multiplicandIn;
	assign multiplicandEnabler = ~(op[1] | op[0]);	 
endmodule 
module register_2bits(clk, reset_n, d, q);
	input clk, reset_n;
	input [1:0] d;
	output reg [1:0] q;
	always @(posedge clk or negedge reset_n)
	begin
		if(reset_n == 0)
			q <= 2'b0;
		else
			q <= d;
	end
endmodule
module register_5bits(clk, reset_n, en, d, q);
	input clk, reset_n, en;
	input [4:0] d;
	output reg [4:0] q;
	always @(posedge clk or negedge reset_n)
	begin
		if(reset_n == 0)
			q <= 4'b0;
		else if (en == 1)
			q <= d;
		else
			q <= q;
	end
endmodule
module register_64bits(clk, reset_n, en, d, q);
	input clk, reset_n, en;
	input [63:0] d;
	output reg [63:0] q;
	always @(posedge clk or negedge reset_n)
	begin
		if(reset_n == 0)
			q <= 64'b0;
		else if (en == 1)
			q <= d;
		else
			q <= q;
	end
endmodule
module register_65bits(clk, reset_n, en, d, q);
	input clk, reset_n, en;
	input [64:0] d;
	output reg [64:0] q;
	always @(posedge clk or negedge reset_n)
	begin
		if(reset_n == 0)
			q <= 65'b0;
		else if (en == 1)
			q <= d;
		else
			q <= q;
	end
endmodule
module register_128bits(clk, reset_n, en, d, q);
	input clk, reset_n, en;
	input [127:0] d;
	output reg [127:0] q;
	always @(posedge clk or negedge reset_n)
	begin
		if(reset_n == 0)
			q <= 128'b0;
		else if (en == 1)
			q <= d;
		else
			q <= q;
	end
endmodule
module result_controler(op, shiftedNumber, resultIn, resultOut, resultEnabler);
	input [1:0] op;
	input [127:0] shiftedNumber, resultIn;
	output [127:0] resultOut;
	output resultEnabler;
	parameter IDLE = 2'b00;
	parameter CALCULATING = 2'b01;
	parameter DONE = 2'b10;
	assign resultEnabler = ~op[1] & op[0];
	assign resultOut = shiftedNumber + { resultIn[127],resultIn[127],resultIn[127:2] };	 
endmodule 
module state_count_output_controler(op_start, count, q, d, nextCount, countEnabler, op_done);
	input op_start;
	input [4:0] count;
	input [1:0] q;
	output [1:0] d;
	output [4:0]nextCount;
	output countEnabler, op_done;
	parameter IDLE = 2'b00;
	parameter CALCULATING = 2'b01;
	parameter DONE = 2'b10;
	wire finish;
	reg [1:0] d;
	assign finish = count[0] & count[1] & count[2] & count[3] & count[4];
	always @(q, op_start, finish)
	casex({q, op_start, finish})
		4'b0000 : d <= IDLE;
		4'b0010 : d <= CALCULATING;
		4'b00x1 : d <= DONE;	 
		4'b01X0 : d <= CALCULATING;
		4'b01X1 : d <= DONE;
		4'b10XX : d <= DONE;
		default : d <= 2'bxx;	 
	endcase
	assign op_done = q[1];
	assign nextCount = count + 1;
	assign countEnabler = ~q[1] & q[0];
endmodule 
==> run.sh <==
#!/bin/bash
# OpenROAD 26Q1-2900-gdf79404cd8, Yosys 0.63+post, stock flow scripts
make -C /OpenROAD-flow-scripts/flow DESIGN_CONFIG=/design/flow/config.mk WORK_HOME=/design/flow/orfs finish
==> flow_summary.json <==
{
  "endpoint_type_of_the_worst_setup_path": "output port",
  "ys_top_cells_by_area": "sky130_fd_sc_hd__dfrtp_1, sky130_fd_sc_hd__nand2_1, sky130_fd_sc_hd__o21ai_0",
  "post_cts.resized_instances": 0,
  "wirelength_mm": 53.2,
  "fp_density_pct": 50.7,
  "min-delay-path-class": "reg -> reg",
  "area_of_the_die_um2": 37700,
  "synth-main-ff-cell": "sky130_fd_sc_hd__dfrtp_1",
  "netlist_top_cells_count": "sky130_fd_sc_hd__nand2_1, sky130_fd_sc_hd__dfrtp_1, sky130_fd_sc_hd__o21ai_0",
  "worst_slew_margin_rel_pct": 36.5,
  "yosys.stat.seqShare_pct": 35.8,
  "r2r_setup_slack_ns": 24.90,
  "cap_viol_max_count": 0,
  "reg2regPathDepth": 22,
  "rsz0062_at_grt": "false",
  "cts_tree": "built",
  "wire_length_of_the_first_global_routing_pass_mm": 85.6,
  "crit_path_max_fanout": 51,
  "launch_instance_of_the_worst_register_to_register_path": "R2_multiplicand.q[0]$_DFFE_PN0P_",
  "htreeDepth": 1,
  "crit_path_max_incr_delay_ns": 0.77,
  "critPathArrivalTime_ns": 1.91,
  "stage_log_warnings": 32,
  "yosysWarnings": 7,
  "area_growth_syn_to_layout_pct": 18.6,
  "post-synth-top-count-cell": "sky130_fd_sc_hd__nand2_1",
  "drt_first_iter_violations": 1129,
  "timing.critical_path.cells": "clkdlybuf4s50_1",
  "postCtsSetupRepairBufs": 0,
  "die_w_um": 194,
  "synth_top_area_share_pct": 35.8,
  "drtPass1Iterations": 5,
  "clock_sinks": 264,
  "dr_total_vias": 16800,
  "synthesis.area_per_instance_um2": 8.11,
  "cell_type_with_the_largest_total_area": "sky130_fd_sc_hd__dfrtp_1",
  "min_delay_path_depth": 2,
  "cts.hold.buffers_added": 0,
  "crit_path_start_kind": "flip-flop",
  "boundaryPins": 261,
  "yosys_cell_count": 2277,
  "routed_via_density": 5.86,
  "core-area_um2": 36400,
  "largest_net_degree_at_the_start_of_global_routing": 118,
  "drc": 0,
  "synth-edff-count": 0,
  "clk-insertion-delay-late_ns": 0.57,
  "fin_tns_setup_ns": 0,
  "worst-setup-path-type": "reg -> out",
  "clock_tree.buffer_depth": 3,
  "ys_seq_elements": 264,
  "critical_path.slowest_cell": "sky130_fd_sc_hd__dfrtp_4",
  "dp_hpwl_mm": 37.8,
  "final-max-slew-violation-count": 0,
  "grt.overflow.total": 0,
  "worst_hold_path.endpoint": "R4_result.q[1]$_DFFE_PN0P_",
  "total_clock_buffers_created_by_cts": 30,
  "synth.distinct_cells": 72,
  "clock.fmax_mhz": 122,
  "dieHeight_um": 194,
  "routed_wire_length_per_instance_um": 18.5,
  "io_buffer_count": 260,
  "drive_above_1_share_pct": 7.18,
  "critical_path.top_delay_family": "flip-flops",
  "grt_antenna_before_repair": 5,
  "layout_worst_path_cycle_share_pct": 26.0,
  "grt_pass1_vias": 15700,
  "mappedNetlistArea_um2": 18500,
  "min_from": "R4_result.q[1]$_DFFE_PN0P_",
  "hold_viol_final": 0,
  "synth_cells": 2277,
  "setup_viol": 0,
  "core.rowCount": 70,
  "crit-reg2reg-capture": "R4_result.q[126]$_DFFE_PN0P_",
  "grt_usage_pct": 29.4,
  "clock-skew-final_ns": 0.0147,
  "worstSetupPathDepth": 1,
  "cts.root.buffer_cell": "sky130_fd_sc_hd__clkbuf_16",
  "antenna_violating_nets_post_route": 0,
  "finalWorstPathRequiredPeriod_ns": 8.23,
  "cp_data_required_time_ns": 25.28,
  "ys_area_um2": 18500,
  "path_buffers": 1,
  "actual_slew_at_the_worst_max_slew_pin_ns": 0.950,
  "clk_transition_reported_paths_ns": 0.06,
  "place_congestion": 0.954,
  "outcome": "complete, no violations",
  "postSynth.asyncResetShare_pct": 100
}
## worst max-delay path by stage
stage | from | to | slack [ns]
CTS | R0_state.q[1]$_DFF_PN0_ | op_done | 23.34
finish | R0_state.q[1]$_DFF_PN0_ | op_done | 23.37
global route | reset_n | R0_state.q[0]$_DFF_PN0_ | 23.27
## state kept, by name, summed over array words and instances, names as in the netlist
| register | cells |
|---|---|
| R4_result.q | 128 |
| R0_state.q | 2 |
| R1_count.q | 5 |
| R3_multiplier.q | 65 |
| R2_multiplicand.q | 64 |
## per-layer routing
layer / vias up / GRT usage (%) / routed length [um] / part of all wire (%)
li1: 8237 / - / - / -
met1: 7876 / 45.1 / 24100 / 45
met2: 583 / 42.7 / 23000 / 43
met3: 106 / 6.73 / 4360 / 8.2
met4: 4 / 8.52 / 1710 / 3.2
met5: - / 0 / 27 / 0.051
## cells in the final DEF (no fill, tap or decap), drive strengths merged, types with 17 or more instances in the layout
cell,instances
a211oi,17
a21o,23
a21oi,194
a31oi,24
buf,28
clkbuf,46
clkdlybuf4s50,260
dfrtp,264
ha,68
inv,36
mux2,62
mux2i,73
nand2,442
nand3,29
nand4,31
nor2,105
nor2b,31
nor3,61
o211ai,23
o21a,19
o21ai,228
o21bai,20
o22ai,26
o31ai,19
or3,23
xnor2,62
xor2,38
## layout make-up
cell class              instances  area, um^2
repair buffers                288        2840
multi-input cells            1753       10700
clock buffers                  46         922
fillers                      3132       14600
clock inverters                10         106
inverters                      36         135
diodes                          3        7.51
well taps                     468         586
flip-flops and latches        264        6620
## stage by stage
stage	setup WS, ns	hold WS [ns]	utilization, %	instances	instance area, um^2
floorplan	8.44	0.421	-	2277	18500
finish	23.37	0.479	60.1	2868	21900
global route	23.27	0.505	60.0	2866	21900
CTS	23.34	0.483	60.0	2865	21900
global placement	22.89	0.461	57.2	2809	20800
detailed placement	22.88	0.464	57.2	2809	20800
## kinds of logic after synthesis
kind of cell	after synthesis	synth area share (%)
AOI/OAI and AO/OA	657	21.1
xor gates and xnor gates	100	4.75
adders and majority gates	70	4.77
buffers and inverters	260	6.61
DFF	264	35.8
muxes	135	7.74
and+or+nand+nor	791	19.2
